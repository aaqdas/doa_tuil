==> flow/design.v <==
module pipeline_stage #(parameter WIDTH = 8)
                        (
                            input i_clk,
                            input i_resetn,
                            input i_stall,
                            input i_clear,
                            input [WIDTH-1:0]  i_data,
                            output reg [WIDTH-1:0] o_data
                        );
always @ (posedge i_clk, negedge i_resetn) begin
    if (~i_resetn) begin
        o_data <= 0;
    end
    else begin
        if (i_stall) o_data <= o_data;
        else if (i_clear) o_data <= 0;
        else o_data <= i_data;
    end
end
endmodule 
==> flow/run.sh <==
#!/bin/bash
# OpenROAD 26Q1-2900-gdf79404cd8, Yosys 0.63+post, stock flow scripts
make -C /OpenROAD-flow-scripts/flow DESIGN_CONFIG=/design/flow/config.mk WORK_HOME=/design/flow/orfs finish
==> flow/config.mk <==
export PLATFORM = sky130hd
export DESIGN_NAME = pipeline_stage
export DESIGN_NICKNAME = pipeline_stage
export VERILOG_FILES = /design/flow/design.v
export SDC_FILE = /design/flow/constraint.sdc
export NUM_CORES = 4
export LEC_CHECK = 1
export CORE_AREA = 10 10 70 70
export DIE_AREA = 0 0 80 80
==> flow/constraint.sdc <==
current_design pipeline_stage

set clk_period 1.0
set clk_io_pct 0.2

create_clock -name clk0 -period $clk_period [get_ports {i_clk}]

set non_clock_inputs [all_inputs -no_clocks]
set_input_delay [expr $clk_period * $clk_io_pct] -clock clk0 $non_clock_inputs
set_output_delay [expr $clk_period * $clk_io_pct] -clock clk0 [all_outputs]
==> flow_metrics.env <==
# implementation run metrics
export IMPL_run_status="finished clean"
export IMPL_syn_area_um2=334
export IMPL_rows=21
export IMPL_maximum_number_of_buffers_from_clock_root_to_sink=2
export IMPL_avg_inst_size_synth_um2=10.4
export IMPL_placed_cells_incl_taps=100
export IMPL_largest_net_degree_at_the_start_of_global_routing=9
export IMPL_slowest_stage="sky130_fd_sc_hd__dfrtp_1"
export IMPL_static_leakage_power_uw=0.000293
export IMPL_postCtsHoldBufs=0
export IMPL_max_slew_margin_pct=75.2
export IMPL_clock_skew_ns=0
export IMPL_max_cap_viol_count=0
export IMPL_area_growth_synth_to_final_pct=88.0
export IMPL_synthDistinctLibCells=8
export IMPL_cts_root_buffer="sky130_fd_sc_hd__clkbuf_4"
export IMPL_post_drt_wl_per_cell_um=9.98
export IMPL_post_route_core_utilization_pct=18.4
export IMPL_place_ws_ns=-0.153
export IMPL_gr_usage_met1_pct=5.34
export IMPL_tightest_slew_ns=0.370
export IMPL_largest_register="o_data"
export IMPL_drt_iter0_markers=10
export IMPL_grt_antenna_before_repair=0
export IMPL_post_layout_nonfiller_instances=109
export IMPL_critical_path_reg2reg_endpoint="o_data[5]$_DFFE_PN0N_"
export IMPL_grt_util_met3_pct=1.93
export IMPL_core_util_floorplan_pct=9.78
export IMPL_setup_viol_count_final=0
export IMPL_yosys_stat_cells=32
export IMPL_grt_first_pass_wirelength_um=1730
export IMPL_worst_setup_path_end_kind="output pin"
export IMPL_openroad_warnings=25
export IMPL_post_route_min_period_ns=0.958
export IMPL_clkTransAtPathRegs_ns=0.06
export IMPL_max_freq_mhz=1040
export IMPL_critical_path_depth=1
export IMPL_worstPathRequired_ns=0.80
export IMPL_core_area_um2=3420
export IMPL_critical_path_peak_fanout=2
export IMPL_cts_sink_count=8
export IMPL_timing_max_transition_violations_final=0
export IMPL_most_crowded_layer_after_global_routing="met1"
export IMPL_die_width_um=80
export IMPL_fin_crit_sh_pct=95.8
export IMPL_final_area_um2=628
export IMPL_layout_top_cells="sky130_fd_sc_hd__clkdlybuf4s50_1, sky130_fd_sc_hd__buf_4, sky130_fd_sc_hd__dfrtp_1, sky130_fd_sc_hd__buf_2"
export IMPL_largest_reg_flops=8
export IMPL_synth_flop_count=8
export IMPL_clock_tree_from_tritoncts="done"
export IMPL_power_per_cell_area_nw_per_um2=1210
export IMPL_yosysWarnings=1
export IMPL_overall_via_count_from_detail_route=334
export IMPL_rr_worst_depth=2
export IMPL_crit_chain="buf_2"
export IMPL_place_gp_congestion=0.764
export IMPL_viasPerCell=3.06
export IMPL_globalRouteMet2Util_pct=4.41
export IMPL_drc_errors=0
export IMPL_totalWireLength_um=1090
export IMPL_antenna_cells_inserted=0
export IMPL_type_of_the_tightest_min_delay_check="in -> async"
export IMPL_cts_buffers=3
export IMPL_yosys_stat_seqShare_pct=59.9
export IMPL_floorplan_io_pins=20
export IMPL_reg_top3="o_data (8)"
export IMPL_detailedPlacementHpwl_um=885
export IMPL_critical_path_max_stage_delay_ns=0.38
export IMPL_drt_pass1_iter_count=4
export IMPL_worst_ir_drop_on_vdd_mv=0.554
export IMPL_final_antenna_net_count=0
export IMPL_unrepaired_setup_endpoints_after_global_routing="no"
export IMPL_total_congestion_overflow=0
export IMPL_grt_usage_pct=3.54
export IMPL_syn_inst=32
export IMPL_reg2reg_from="o_data[5]$_DFFE_PN0N_"
export IMPL_timing_final_hold_violations=0
export IMPL_fp_dieArea_um2=6400
export IMPL_worst_skew_pair_latency_ns=0.25
export IMPL_postPlaceCellArea_um2=601
export IMPL_first_global_vias=328
export IMPL_h_tree_levels=1
export IMPL_final_critical_path_setup_slack_ns=0.0424
export IMPL_synth_chip_area_um2=334
export IMPL_reg2reg_setup_slack_ns=0.17
export IMPL_cp_arrival_ns=0.76
export IMPL_final_layout_size_suffix_gt1_share_pct=36.5
export IMPL_layout_top_cell_excl_fill_tap="sky130_fd_sc_hd__clkdlybuf4s50_1"
export IMPL_startpoint_type="register"
export IMPL_buf_inv_stages_crit_path=1
export IMPL_nFillCells=398
export IMPL_critical_path_top_delay_family="flip-flops"
export IMPL_die_y_um=80
export IMPL_worst_setup_path_type="reg -> out"
export IMPL_numPortBuffers=19
[layout make-up]
cell class | instances | area, um^2 | area share [%]
repair buffers | 29 | 225 | 35.9
flip-flops and latches | 8 | 200 | 31.9
well taps | 46 | 57.6 | 9.16
clock buffers | 3 | 22.5 | 3.59
multi-input cells | 23 | 123 | 19.5
[routing by layer]
layer  vias to the layer above  wire, um
li1                        170         -
met5                         -         0
met3                         0        79
met1                       146       592
met2                        18       416
met4                         0         0
[worst register-to-register path, stage by stage, from the launching register on]
cell and delay [ns]:
sky130_fd_sc_hd__dfrtp_1 0.37, sky130_fd_sc_hd__buf_4 0.13, sky130_fd_sc_hd__a22o_2 0.22
[worst max path at each step]
stage                    startpoint         to
finish        o_data[3]$_DFFE_PN0N_  o_data[3]
CTS           o_data[3]$_DFFE_PN0N_  o_data[3]
global route  o_data[3]$_DFFE_PN0N_  o_data[3]
[where the power goes]
group | switching [uW] | leakage, uW | internal (uW)
sequential | 11.3 | 0.000104 | 349
clock | 107 | 0.0000138 | 137
combinational | 49.8 | 0.000175 | 104
total | 169 | 0.000293 | 590
[repair_timing]
| item | CTS | global route |
|---|---|---|
| endpoints found under the setup margin | 8 | 0 |
| buffers inserted | 6 | 0 |
| gates resized | 24 | 0 |
| hold endpoints to repair | 0 | 0 |
[metrics by stage]
step / hold slack (ns) / setup TNS, ns / power, uW
floorplan: -0.0956 / 0 / 395
finish: 0.228 / 0 / 759
CTS: 0.234 / 0 / 771
global route: 0.232 / 0 / 808
global placement: 0.475 / -0.994 / 519
detailed placement: 0.477 / -1.18 / 522
[logic make-up (layout without fill, tap and decap cells)]
group / count (synthesis) / after routing / synth area share, %
AND/OR/NAND/NOR: 15 / 15 / 22.1
AND-OR/OR-AND: 8 / 8 / 14.6
flip-flops: 8 / 8 / 59.9
buffers and inverters: 1 / 32 / 3.37
[synth_stat cells]
library cell               count  area [um^2]
sky130_fd_sc_hd__a22o_2        1         10.0
sky130_fd_sc_hd__buf_6         1         11.3
sky130_fd_sc_hd__dfrtp_1       8          200
sky130_fd_sc_hd__nand2_1       7         26.3
sky130_fd_sc_hd__nand2b_1      7         43.8
sky130_fd_sc_hd__nor2_1        1         3.75
sky130_fd_sc_hd__o21ai_0       6         30.0
sky130_fd_sc_hd__o21ai_2       1         8.76
No activity file was given, so power comes from the tool's default toggle rates.
